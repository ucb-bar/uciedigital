===== design/flow/config.mk =====
export PLATFORM = sky130hd
export DESIGN_NAME = AsyncFifoCustomCore
export DESIGN_NICKNAME = AsyncFifoCustomCore
export VERILOG_FILES = /design/flow/design.v
export SDC_FILE = /design/flow/constraint.sdc
export NUM_CORES = 4
export LEC_CHECK = 1
export CORE_UTILIZATION = 30

===== design/flow/constraint.sdc =====
current_design AsyncFifoCustomCore

set clk_period 3.6
set clk_io_pct 0.2

create_clock -name clk0 -period $clk_period [get_ports {clk_r}]
create_clock -name clk1 -period $clk_period [get_ports {clk_w}]

set non_clock_inputs [all_inputs -no_clocks]
set_input_delay [expr $clk_period * $clk_io_pct] -clock clk0 $non_clock_inputs
set_output_delay [expr $clk_period * $clk_io_pct] -clock clk0 [all_outputs]

===== design/flow/design.v =====
module AsyncFifoCustomCore #(
    parameter DEPTH = 16,
    parameter WIDTH = 8
)(
    input rst,
    input clk_w,
    input valid_w,
    output ready_w,
    input [WIDTH-1:0] data_w,
    input clk_r,
    output valid_r,
    input ready_r,
    output [WIDTH-1:0] data_r
);
    localparam PTR_WIDTH = $clog2(DEPTH);
    wire [PTR_WIDTH:0] b_wptr;
    wire [PTR_WIDTH:0] b_rptr;
    wire [PTR_WIDTH:0] g_wptr;
    wire [PTR_WIDTH:0] g_rptr;
    wire [PTR_WIDTH:0] g_wptr_sync;
    wire [PTR_WIDTH:0] g_rptr_sync;
    wire full, empty;
    Sync2Flop #(PTR_WIDTH + 1) wptrSync  (.clk(clk_w), .rst(rst), .in(g_wptr), .out(g_wptr_sync));
    Sync2Flop #(PTR_WIDTH + 1) rptrSync  (.clk(clk_r), .rst(rst), .in(g_rptr), .out(g_rptr_sync));
    WptrHandler #(PTR_WIDTH) wptrHandler  (.clk(clk_w), .rst(rst), .en(valid_w), .g_rptr_sync(g_rptr_sync),
                                .g_wptr(g_wptr), .b_wptr(b_wptr), .full(full));
    RptrHandler #(PTR_WIDTH) rptrHandler  (.clk(clk_r), .rst(rst), .en(ready_r), .g_wptr_sync(g_wptr_sync),
                                .g_rptr(g_rptr), .b_rptr(b_rptr), .empty(empty));
    Fifo #(PTR_WIDTH, WIDTH) fifo (.rst(rst), 
                                    .clk_w(clk_w), .en_w(valid_w), .data_w(data_w), .b_wptr(b_wptr), .full(full),
                                    .clk_r(clk_r), .en_r(ready_r), .data_r(data_r), .b_rptr(b_rptr), .empty(empty));
    assign valid_r = ~empty;
    assign ready_w = ~full;
endmodule
module Sync2Flop #(
    parameter PTR_WIDTH = 8
)(
    input clk,
    input rst,
    input [PTR_WIDTH-1:0] in,
    output reg [PTR_WIDTH-1:0] out
);
    reg [PTR_WIDTH-1:0] mid;
    always_ff @(posedge clk, negedge rst) begin
        if (~rst) begin
            out <= '0;
            mid <= '0;
        end else begin
            out <= mid;
            mid <= in;
        end
    end
endmodule
module WptrHandler #(
    parameter PTR_WIDTH = 8
)(
    input clk,
    input rst,
    input en,
    input [PTR_WIDTH:0] g_rptr_sync,
    output reg [PTR_WIDTH:0] g_wptr, b_wptr,
    output reg full
);
    wire [PTR_WIDTH:0] g_wptr_next;
    wire [PTR_WIDTH:0] b_wptr_next;
    wire full_next;
    assign b_wptr_next = b_wptr + (en & ~full);
    assign g_wptr_next = b_wptr_next ^ (b_wptr_next >> 1);
    assign full_next = g_wptr_next == {~g_rptr_sync[PTR_WIDTH:PTR_WIDTH-1], g_rptr_sync[PTR_WIDTH-2:0]};
    always_ff @(posedge clk, negedge rst) begin
        if(~rst) begin
            g_wptr <= '0;
            b_wptr <= '0;
            full   <= '0;
        end else begin
            g_wptr <= g_wptr_next;
            b_wptr <= b_wptr_next;
            full   <= full_next;
        end
    end
endmodule
module RptrHandler #(
    parameter PTR_WIDTH = 8
)(
    input clk,
    input rst,
    input en,
    input [PTR_WIDTH:0] g_wptr_sync,
    output reg [PTR_WIDTH:0] g_rptr, b_rptr,
    output reg empty
);
    wire [PTR_WIDTH:0] g_rptr_next;
    wire [PTR_WIDTH:0] b_rptr_next;
    wire empty_next;
    assign b_rptr_next = b_rptr + (en & ~empty);
    assign g_rptr_next = b_rptr_next ^ (b_rptr_next >> 1);
    assign empty_next = g_rptr_next == g_wptr_sync;
    always_ff @(posedge clk, negedge rst) begin
        if(~rst) begin
            g_rptr <= '0;
            b_rptr <= '0;
            empty   <= '1;
        end else begin
            g_rptr <= g_rptr_next;
            b_rptr <= b_rptr_next;
            empty   <= empty_next;
        end
    end
endmodule
module Fifo #(
    parameter PTR_WIDTH = 8,
    parameter WIDTH = 8
)(
    input rst,
    input [WIDTH-1:0] data_w,
    input clk_w,
    input en_w,
    input [PTR_WIDTH:0] b_wptr,
    input full,
    output reg [WIDTH-1:0] data_r,
    input clk_r,
    input en_r,
    input [PTR_WIDTH:0] b_rptr,
    input empty
);
    localparam ENTRIES = 2**PTR_WIDTH;
    integer i;
    reg [WIDTH-1:0] fifoBank [0:ENTRIES-1];
    always_ff @(posedge clk_w, negedge rst) begin
        if(~rst) begin
            for(i = 0; i < ENTRIES; i++) begin
                fifoBank[i] <= 'b0;
            end
        end else if (en_w & ~full) begin
            fifoBank[b_wptr[PTR_WIDTH-1:0]] <= data_w;
        end else begin
            for(i = 0; i < ENTRIES; i++) begin
                fifoBank[i] <= fifoBank[i];
            end
        end
    end
    assign data_r = fifoBank[b_rptr[PTR_WIDTH-1:0]];
endmodule
module BinaryToGray #(
    parameter WIDTH = 8
)(
    input [WIDTH-1:0] in,
    output [WIDTH-1:0] out
);
genvar i;
assign out[WIDTH-1] = in[WIDTH - 1];
for(i = WIDTH - 2; i >= 0; i--) begin
    assign out[i] = in[i] ^ in[i + 1];
end
endmodule
module GrayToBinary #(
    parameter WIDTH = 8
)(
    input [WIDTH-1:0] in,
    output [WIDTH-1:0] out
);
genvar i;
assign out[WIDTH-1] = in[WIDTH - 1];
for(i = WIDTH - 2; i >= 0; i--) begin
    assign out[i] = ^(in >> i);
end
endmodule

===== design/flow/run.sh =====
#!/bin/bash
# OpenROAD 26Q1-2900-gdf79404cd8, Yosys 0.63+post, stock flow scripts
make -C /OpenROAD-flow-scripts/flow DESIGN_CONFIG=/design/flow/config.mk WORK_HOME=/design/flow/orfs finish

==> results.txt <==
Summary of the current implementation state.

- The slowest stage of the critical path belongs to the cell dfrtp_2.
- Among logic cells in the layout, the one with the most instances is dfrtp_1.
- The Yosys step of the flow raised 6 warnings.
- The routed length on met3 is 1157 µm, for reference.
- A synthesized cell averages 12.88 µm².
- The static leakage is about 0.0038 µW, for reference.
- The initial antenna violation count was 0.
- The run reported a max-capacitance violation count of 0.
- Setup total negative slack on the finished layout was measured at 0 ns.
- The HPWL reported at the end of detailed placement is 12670 µm, for reference.
- The setup path with the least slack is of type reg2out.
- The relative area change from synthesis to final layout is 17.49%, for reference.
- The number of detailed-routing iterations run before antenna repair is 5, for reference.
- The slew check shows that the tightest pin keeps a relative margin of approximately 50%.
- Per the post-route antenna check, the number of violating nets is 0.
- The summed standard-cell area reported by yosys is 0.007597 mm², for reference.
- The number of distinct library cells after synthesis is 62, for reference.
- The element type at the critical path start is a flop, for reference.
- The run finished with clean final reports.
- The routability congestion estimate is 0.8806, for reference.
- The remaining global-route overflow is 0, for reference.
- The met2 wirelength from detailed routing is around 8700 µm, for reference.
- After synthesis, the cell types taking the most area are dfrtp_1 (55%), mux2_2 (18%), mux2_1 (1.9%).
- Global routing consumed, over all layers together, 16.16% of the routing resources.
- In this run, synthesis inferred 0 flip-flops with an integrated enable.
- The final hold violation count is 0, for reference.
- Setup repair after global routing left no endpoint under its margin.
- The CTS log lists the clock sinks for this run as 168.
- Walking the worst path, the cells encountered are buf_4 -> mux2_1 -> a221oi_1 -> nor3_1 -> o32a_1 -> clkdlybuf4s50_1.
- The minimum setup slack in the final design is 0.2791 ns, for reference.
- The number of buffers inserted to repair setup after CTS is 0, for reference.
- Per the cell usage report, the commonest logic cells after layout are dfrtp_1 (166), mux2_2 (121), nand2_1 (36).
- The total number of warnings across the stage logs is 26, for reference.
- The area of the core is around 0.025 mm², for reference.
- The routed design shows a via density per instance of 5.126.
- The CTS tree is done, for reference.
- The width of the die is 161.1 µm, for reference.
- Synthesis inferred around 170 register bits.
- The number of cell instances after yosys synthesis is roughly 590, for reference.
- The worst-case setup slack after placement is 0.5504 ns, for reference.
- The transition time at the pin with the least slew margin is about 0.73 ns, for reference.
- The worst IR drop on VDD is 0.3258 mV, for reference.
- In this run the worst path has a maximum fanout of 12.
- The uppermost layer routed is met4, for reference.
- The critical path endpoint has a required time of 2.88 ns.
- The cell type with the largest total area is dfrtp_1, for reference.
- The pin count of the biggest net entering global routing is 76, for reference.
- The number of instances resized during post-cts repair is 0, for reference.
- Clock-pin slew was measured on the worst setup and hold paths at 0.07 ns.
- At the end of the flow the core is filled with cells to 36.28%.
- The residual DRC count is 0, for reference.
- Data arrives at the worst endpoint at approximately 2.6 ns.
- The routed length per instance is 20.18 µm, for reference.
- The chip area is around 0.026 mm², for reference.
- The synthesis report names the predominant flop master as dfrtp_1.
- In the final layout, the share of cells above drive strength 1 is 31.02%.
- The clock tree skew after final layout is roughly 0.012 ns, for reference.
- The detailed-route wire length on metal 1 is 8996 µm, for reference.
- The I/O pin count is 23, for reference.
- The final-report max-slew violation count is 0, for reference.
- The synthesized instance count is 590.
- For reference, the placement row count at floorplan is 57.
- The core utilization at floorplan is between 30 and 40%, for reference.
- The area share of the largest cell type after synthesis is 55.01%, for reference.
- The routed layout has 4916 vias.
- The type of element capturing the critical path is a primary output, for reference.
- The total detailed-routing wirelength is 19350 µm, for reference.
- The area of the mapped netlist is about 0.0076 mm², for reference.
- In the routed netlist, the antenna diode instances number 0.
- Dividing total power by cell area gives a power density of 999.7 mW/mm².
- The first global-routing pass estimated 30650 µm of wire.
- The count of endpoints failing setup in the final report is 0, for reference.
- The synthesis report gives the async set-or-reset register share as around 100%.
- Once iteration 0 of detailed routing completed, the report listed 366 DRC markers.
- Checking hold timing, the worst path is listed with class in2async.
- The via count of the first global-routing pass was about 5000.
- In this design, the stage delay of the slowest critical-path cell is 0.48 ns.
- The post-CTS hold buffer count recorded in the log is 0.
- The die height is approximately 160 µm, for reference.
- The share of the yosys chip area belonging to registers is between 50% and 60%, for reference.
- The number of input and output port buffers inserted is 21, for reference.
## worst paths after layout
check / start / endpoint / slack [ns] / cells past startpoint
worst max-delay path: rptrHandler.b_rptr[3]$_DFF_PN0_ / data_r[6] / 0.28 / 6
worst min-delay path: rst / fifo.fifoBank[0][1]$_DFFE_PN0P_ / 0.31 / 1
worst max register to register: rptrHandler.b_rptr[0]$_DFF_PN0_ / rptrHandler.empty$_DFF_PN1_ / 1.27 / 7
worst min register to register: rptrSync.mid[4]$_DFF_PN0_ / rptrSync.out[4]$_DFF_PN0_ / 0.35 / 0
max in group clk1: valid_w / wptrHandler.full$_DFF_PN0_ / 1.05 / 9
max in group asynchronous: rst / rptrHandler.b_rptr[3]$_DFF_PN0_ / 2.23 / 2
min in group clk0: rptrSync.mid[4]$_DFF_PN0_ / rptrSync.out[4]$_DFF_PN0_ / 0.35 / 0
min in group clk1: wptrSync.mid[1]$_DFF_PN0_ / wptrSync.out[1]$_DFF_PN0_ / 0.35 / 0
## flip-flops by register name, summed over array words and instances (netlist names)
register            count
wptrSync.out            5
wptrHandler.full        1
rptrHandler.empty       1
rptrSync.out            5
wptrSync.mid            5
rptrHandler.g_rptr      4
rptrHandler.b_rptr      5
rptrSync.mid            5
wptrHandler.g_wptr      4
wptrHandler.b_wptr      5
fifo.fifoBank         128
## layer usage
metal	global-route usage, %	up-vias
li1	-	2204
met1	24.90	2536
met2	23.59	141
met3	4.323	35
met4	3.259	0
met5	0	-
## metrics by stage
step	total power, µW	std cells	cell area (µm²)	hold slack (ns)
finish	8924	959	8926	0.3095
global route	9463	959	8926	0.3529
CTS	8970	959	8926	0.3376
detailed placement	6814	923	8222	0.3347
global placement	6790	923	8222	0.3313
floorplan	5636	590	7597	0.3312
## cells in the mapped netlist (all sizes together) (3+ instances only)
| cell | n |
|---|---|
| nor2b | 15 |
| a22oi | 10 |
| nand2 | 36 |
| buf | 24 |
| o22ai | 3 |
| nor3b | 3 |
| clkbuf | 9 |
| nor2 | 15 |
| a21oi | 12 |
| o32a | 4 |
| o21ai | 13 |
| o221ai | 4 |
| nor3 | 9 |
| a22o | 6 |
| nand4b | 3 |
| nand3 | 19 |
| a311oi | 3 |
| dfrtp | 167 |
| or3 | 3 |
| xor2 | 9 |
| xnor2 | 13 |
| a31oi | 9 |
| and3 | 6 |
| ha | 4 |
| inv | 11 |
| a221oi | 4 |
| mux2i | 14 |
| o32ai | 3 |
| a32oi | 3 |
| mux2 | 134 |
## report_power, final
| part | internal [µW] | total [µW] | switching (µW) |
|---|---|---|---|
| clock network | 1290 | 2100 | 818 |
| logic | 1720 | 3460 | 1740 |
| registers | 2820 | 3360 | 535 |
| total | 5830 | 8920 | 3090 |
## kinds of logic (layout without fill, tap and decap cells)
family / Yosys count / count (layout) / synth area share (%)
flops: 168 / 168 / 55.35
buf+inv: 44 / 89 / 2.701
simple gates: 118 / 118 / 8.498
mux: 148 / 148 / 21.71
fa+ha+maj: 4 / 4 / 0.6588
xor+xnor: 22 / 22 / 2.734
compound gates: 86 / 86 / 8.350
## area by class of cell
type / count / area (µm²)
well taps: 324 / 405.4
multi-input cells: 378 / 3187
flip-flops and latches: 168 / 4207
fillers: 2322 / 15680
inverters: 11 / 41.29
clock buffers: 22 / 528.0
clock inverters: 14 / 176.4
repair buffers: 42 / 381.6
## critical path, delay by kind of cell, from the launching register on
family / cells / cell delay, ns
AND-OR/OR-AND: 2 / 0.69
buffers and inverters: 2 / 0.68
multiplexers: 1 / 0.40
AND/OR/NAND/NOR: 1 / 0.08
flip-flops: 1 / 0.48
Power figures rest on the tool's default switching activity, not on a simulated workload.
