--- design/flow/run.sh ---
#!/bin/bash
# OpenROAD 26Q1-2900-gdf79404cd8, Yosys 0.63+post, stock flow scripts
make -C /OpenROAD-flow-scripts/flow DESIGN_CONFIG=/design/flow/config.mk WORK_HOME=/design/flow/orfs finish
--- design/flow/constraint.sdc ---
current_design SBDeserializerBlackBox

set clk_period 7.7
set clk_io_pct 0.2

create_clock -name clk0 -period $clk_period [get_ports {clk}]

set non_clock_inputs [all_inputs -no_clocks]
set_input_delay [expr $clk_period * $clk_io_pct] -clock clk0 $non_clock_inputs
set_output_delay [expr $clk_period * $clk_io_pct] -clock clk0 [all_outputs]
--- design/flow/design.v ---
module SBDeserializerBlackBox #(
    parameter WIDTH = 128,
    parameter WIDTH_W = $clog2(WIDTH)
) (
    input clk,
    input rst,
    input in_data,
    output [WIDTH - 1:0] out_data,
    output out_data_valid
);
reg [WIDTH_W-1:0] counter;
reg [WIDTH-1:0] data_reg;
reg receiving;
wire recvDone;
assign out_data = data_reg;
assign recvDone = counter == (WIDTH - 1);
assign out_data_valid = !receiving;
always @(negedge clk or posedge rst) begin
    if (rst) begin
        counter <= 0;
        receiving <= 1'b1;
    end else begin
        if (recvDone) begin
            counter <= 0;
            receiving <= 1'b0;
        end else begin
            counter <= counter + 1'b1;
            receiving <= 1'b1;
        end
        data_reg[counter] <= in_data;
    end
end
endmodule
--- design/flow/config.mk ---
export PLATFORM = sky130hd
export DESIGN_NAME = SBDeserializerBlackBox
export DESIGN_NICKNAME = SBDeserializerBlackBox
export VERILOG_FILES = /design/flow/design.v
export SDC_FILE = /design/flow/constraint.sdc
export NUM_CORES = 4
export LEC_CHECK = 1
export CORE_UTILIZATION = 50
==> results.yml <==
# physical design summary
synth:
  mux_area_share_pct: 20.6
  synth.cells.most_frequent: "128 x edfxtp_1, 115 x mux2_2, 66 x nor2_1"
  syn-cell-area_um2: 7110
  syn_area_per_cell_um2: 12.9
  synth_chip_area_um2: 7110
  yosysSeqAreaShare_pct: 56.9
  synth-edff-count: 128
  synth.largest_area_cell: "edfxtp_1"
  synth.distinct_cells: 56
  simple_gate_area_share_pct: 12.6
  xor_share_pct: 1.09
  syn_inst: 553
  synth_warnings: 1
  synth_flop_count: 136
  ys_cells: 553
  flop_cell: "edfxtp_1"
  top_cells_by_area: "edfxtp_1 54%, mux2_2 18%, nor2_1 3.5%, nand2_1 3.2%, dfrtn_1 2.5%"
  most_common_cell: "edfxtp_1"
  top_area_share_pct: 54.0
  topCombFamilyByArea: "multiplexers"
  synthArstFlopShare_pct: 5.88
  fa_ha_area_share_pct: 0.352
  synthAoiAreaFrac_pct: 5.17
clocking:
  clk_pin_slew_ns: 0.04
  cts_max_level: 4
  cts_tree: "built"
  clockBufferDepth: 2
  post_cts_resized: 0
  numCtsBuffers: 17
  hold_buffers: 0
  clkLatencyLatePin_ns: 0.46
  cts.sinks: 136
  cts_setup_buffers: 0
  cts_root_buf: "clkbuf_16"
floorplanning:
  num_rows: 43
  die.size.y_um: 121
  initCoreUtil_pct: 51.3
  dieArea_um2: 14700
  core_um2: 13900
  dieWidth_um: 121
  io_pins: 132
layout:
  drive_above_1_share_pct: 22.2
  final_area_um2: 9610
  largest_reg_flops: 128
  syn_to_final_growth_pct: 35.0
route:
  vias: 5246
  diodes: 0
  wire_per_inst_um: 16.8
  drt.antenna.violating_nets: 0
  dr.pass1.iters: 4
  drc: 0
  wl_um: 16700
  drt_iter0_markers: 335
  vias_per_cell: 5.28
grt:
  track_usage_pct: 25.6
  antenna_found_initial: 0
  grt-ovfl-total: 0
  grt_first_pass_wirelength_um: 27000
  grt_max_degree: 84
  grt_pass1_vias: 5403
timing:
  final_hold_viol_count: 0
  drv_slew: 0
  hold-worst-slack_ns: 0.567
  setup_ws_ns: 0.932
  rsz0062_at_grt: "no"
  setup_viol: 0
  slew_headroom_pct: 45.6
  clock_skew_ns: 0.0655
  worstMarginPinSlew_ns: 0.813
worst_hold_path:
  hp-class: "reg2reg"
  whs_path_depth: 1
setup_path:
  required_ns: 6.16
  cp_max_fo: 1
  worstSetupStartpointType: "flip-flop"
  path_class: "reg2out"
  crit_path_end_kind: "output port"
  reg2reg_depth: 7
  worstPathArrival_ns: 5.23
place:
  portBuffers: 131
  gp_congestion: 0.796
  dp_hpwl_um: 10700
  pre_cts_slack_ns: 0.559
  post_dp_cell_area_um2: 8530
power_and_ir_drop:
  power_frac_seq_pct: 42.3
  p_per_area_nw_per_um2: 216
  vdd_ir_drop_max_v: 0.000137
  p_leak_nw: 3.76
  swShare_pct: 25.2
  p_int_mw: 1.55
  power_switching_uw: 525
  p_clk_share_pct: 52.0
  p_comb_share_pct: 5.6
flow_run:
  drv_cap: 0
  warning_count: 157
outcome:
  outcome: "completed"
path summary, 6_finish.rpt:
path | to | startpoint | slack (ns)
min in group asynchronous | counter[2] | rst | 5.24
worst min-delay path | data_reg[57] | data_reg[57] | 0.57
worst min register to register | data_reg[57] | data_reg[57] | 0.57
worst max register to register | data_reg[116] | counter[0] | 4.06
worst max-delay path | out_data_valid | receiving | 0.93
max in group asynchronous | receiving | rst | 2.10
per-stage QoR:
stage               setup TNS, ns  std cells  util (%)  total power [mW]
floorplan                   -6.61        553         -              1.02
global placement                0        835      61.4              1.11
detailed placement              0        835      61.4              1.11
CTS                             0        994      69.2              2.12
global route                    0        994      69.2              2.22
finish                          0        994      69.2              2.08
per-layer routing:
metal / share of wire, % / up-vias / routed length [µm] / global-route usage [%]
met1: 46 / 2543 / 7710 / 42.4
met3: 6.0 / 17 / 1010 / 8.64
li1: - / 2532 / - / -
met4: 1.3 / 0 / 210 / 6.94
met5: 0 / - / 0 / 0
met2: 47 / 154 / 7770 / 34.9
final cells by class:
type | count | area [µm²]
multi-input combinational | 373 | 2830
inverter | 6 | 26.3
sequential | 136 | 4050
timing repair buffer | 139 | 1390
clock inverter | 142 | 632
clock buffer | 18 | 450
tap | 180 | 225
fill | 995 | 4280
kinds of logic after synthesis:
logic type | Yosys count
AOI/OAI and AO/OA | 44
DFF | 136
muxes | 130
buffers and inverters | 44
adders and majority gates | 2
xor gates and xnor gates | 8
and+or+nand+nor | 189
layout by cell type (no fill, tap or decap), types with 4 or more instances in the layout:
master           Yosys  layout
a21oi_1             12      12
nor2_1              66      66
mux2_1              10      10
clkdlybuf4s50_1      0     130
o21ai_0              8       8
clkinvlp_2           0       4
buf_4                4       7
edfxtp_1           128     128
nor2b_1              5       5
nand2_1             60      60
dfrtn_1              7       7
clkbuf_16            0      18
xor2_1               4       4
inv_1                6     135
nand3_1             28      28
mux2_2             115     115
critical path, cell delays in order (launching register included):
cell	delay [ns]
dfstp_2	0.51
inv_1	0.03
clkdlybuf4s50_1	0.38
power groups by stage:
stage / Clock, mW / Combinational (mW) / Sequential (mW)
6_report: 1.08 / 0.117 / 0.881
5_1_grt: 1.21 / 0.129 / 0.884
4_1_cts: 1.12 / 0.118 / 0.881
No activity file was given, so power comes from the tool's default toggle rates.
